`/design/flow/design.v`:
```
module BusArbiter #(
    parameter RELEASE_CYCLES = 16    
)(
    input  wire clock,
    input  wire reset,
    input  wire cpu_release,     
    output reg  cpu_grant,       
    output reg  iop_grant        
);
reg [0:4] release_count;    
always @(posedge clock) begin
    if (reset) begin
        cpu_grant      <= 1'b1;
        iop_grant      <= 1'b0;
        release_count  <= 5'b0;
    end else begin
        if (cpu_grant && cpu_release) begin
            cpu_grant     <= 1'b0;
            iop_grant     <= 1'b1;
            release_count <= RELEASE_CYCLES - 1;
        end else if (iop_grant) begin
            if (release_count == 5'b0) begin
                iop_grant <= 1'b0;
                cpu_grant <= 1'b1;
            end else begin
                release_count <= release_count - 1;
            end
        end
    end
end
endmodule
```
`/design/flow/run.sh`:
```
#!/bin/bash
# OpenROAD 26Q1-2900-gdf79404cd8, Yosys 0.63+post, stock flow scripts
make -C /OpenROAD-flow-scripts/flow DESIGN_CONFIG=/design/flow/config.mk WORK_HOME=/design/flow/orfs finish
```
`/design/flow/constraint.sdc`:
```
current_design BusArbiter

set clk_period 2.0
set clk_io_pct 0.2

create_clock -name clk0 -period $clk_period [get_ports {clock}]

set non_clock_inputs [all_inputs -no_clocks]
set_input_delay [expr $clk_period * $clk_io_pct] -clock clk0 $non_clock_inputs
set_output_delay [expr $clk_period * $clk_io_pct] -clock clk0 [all_outputs]
```
`/design/flow/config.mk`:
```
export PLATFORM = sky130hd
export DESIGN_NAME = BusArbiter
export DESIGN_NICKNAME = BusArbiter
export VERILOG_FILES = /design/flow/design.v
export SDC_FILE = /design/flow/constraint.sdc
export NUM_CORES = 4
export LEC_CHECK = 1
export CORE_AREA = 10 10 70 70
export DIE_AREA = 0 0 80 80
```
==> results.sh <==
# physical design summary
export IMPL_synthCells=40
export IMPL_rows=21
export IMPL_tightest_slew_ns=0.4322
export IMPL_diodes=0
export IMPL_internal_power_mw=0.2728
export IMPL_skew_ns=0.002233
export IMPL_yosys_top_cells_count="7 x dfxtp_1, 5 x a21oi_1, 3 x nor2_1"
export IMPL_postCtsSetupBuffers=0
export IMPL_whs_ns=0.5413
export IMPL_powerDensity_nw_per_um2=812.4
export IMPL_sequentialPowerShare_pct=45.3
export IMPL_hold_start="cpu_grant$_SDFFE_PP1P_"
export IMPL_drive_gt1_share_pct=13.33
export IMPL_cp_startpoint="iop_grant$_SDFF_PP0_"
export IMPL_die_w_um=80
export IMPL_port_buffers=4
export IMPL_synth_top_area_share_pct=39.02
export IMPL_ff_latch_area_um2=140.1
export IMPL_fillers=400
export IMPL_clockPowerShare_pct=33.3
export IMPL_fp_util_pct=10.51
export IMPL_yosys_area_um2=359.1
export IMPL_grt_use_total_pct=2.531
export IMPL_dp_hpwl_um=550.8
export IMPL_ys_seq_share_pct=39.02
export IMPL_postCtsHoldBufs=0
export IMPL_dp_cells=87
export IMPL_critPathLaunchType="flop"
export IMPL_worst_setup_path_type="reg2out"
export IMPL_synth_edff_count=0
export IMPL_h_tree_depth=1
export IMPL_warnings=26
export IMPL_grt_max_degree=11
export IMPL_ys_flops=7
export IMPL_antenna_found_initial=0
export IMPL_post_synth_top_area_cell="dfxtp_1"
export IMPL_cp_required_ns=1.60
export IMPL_hold_violations=0
export IMPL_switching_share_pct=28.43
export IMPL_via_count=309
export IMPL_grt_pass1_wl_um=1366
export IMPL_path_depth=1
export IMPL_slew_violations=0
export IMPL_detail_route_vias_per_cell=3.396
export IMPL_period_needed_ns=1.693
export IMPL_grt_pass1_vias=309
export IMPL_slew_headroom_pct=70.78
export IMPL_finalSetupViolations=0
export IMPL_yosys_warnings=1
export IMPL_hp_class="reg2reg"
export IMPL_syn_to_final_growth_pct=30.66
export IMPL_finalClockPeriodUsage_pct=84.65
export IMPL_instances_no_fill=91
export IMPL_first_pass_iters=4
export IMPL_timing_setup_tns_ns=0
export IMPL_leakagePower_nw=0.1620
export IMPL_cap_violations=0
export IMPL_synth_top_flop_cell="dfxtp_1"
export IMPL_r2r_start="release_count[4]$_SDFFE_PP0P_"
export IMPL_critical_path_buf_inv_count=1
export IMPL_layout_area_comb_um2=197.7
export IMPL_power_total_mw=0.3812
export IMPL_utilization_pct=13.74
export IMPL_clkSlewWorstSetupHoldPaths_ns=0.05
export IMPL_io_pins=5
export IMPL_fp_dieH_um=80
export IMPL_synth_async_reset_ratio_pct=0
export IMPL_peakVddDrop_v=0.0002781
export IMPL_core_um2=3416
export IMPL_slowest_stage="clkdlybuf4s50_1"
export IMPL_synthTopCellsByArea="dfxtp_1 39%, a21oi_1 7.0%, ha_1 7.0%, nor4b_1 4.9%, and4bb_2 3.5%"
export IMPL_wl_um=765
export IMPL_pwr_share_comb_pct=21.4
export IMPL_post_cts_resized=0
export IMPL_crit_arrival_ns=1.29
export IMPL_cp_end_kind="output port"
export IMPL_cpPeakStageDelay_ns=0.54
export IMPL_top_cell="dfxtp_1"
export IMPL_synth_cell_types=23
export IMPL_place_congestion=0.8289
export IMPL_clkLatencyLatePin_ns=0.25
export IMPL_antenna_left=0
export IMPL_max_freq_mhz=590.7
export IMPL_clockBufferDepth=2
export IMPL_drtIter0Drc=17
export IMPL_cts_root_buffer="clkbuf_4"
export IMPL_drcViolationCount=0
export IMPL_die_area_um2=6400
export IMPL_syn_area_per_cell_um2=8.977
export IMPL_path_max_fanout=10
export IMPL_status="complete, no violations"
export IMPL_p_sw_mw=0.1084
export IMPL_routedWlPerCell_um=8.407
export IMPL_hold_path_depth=2
export IMPL_syn_area_um2=359.1
export IMPL_r2r_cells=4
export IMPL_clkSinkCount=7
export IMPL_cts_tree="done"
export IMPL_cts_buffers_inserted=3
export IMPL_path_cells="clkdlybuf4s50_1"
export IMPL_rsz0062_at_grt="false"
export IMPL_grt_overflow=0
export IMPL_cp_top_family="buffers and inverters"
export IMPL_yosys_cells=40
==> state kept, by name, indices dropped and copies added, names as in the netlist <==
name and cells:
iop_grant 1, release_count 5, cpu_grant 1
==> through the flow <==
step	setup WS (ns)	instance area [µm²]
6_report	0.3070	469.2
3_5_place_dp	0.3693	442.9
3_3_place_gp	0.4025	442.9
2_1_floorplan	0.4461	359.1
5_1_grt	0.2309	469.2
4_1_cts	0.3001	469.2
==> layout make-up <==
type                    count  share of cell area, %
multi-input cells          28                  42.13
flip-flops and latches      7                  29.87
well taps                  46                  12.27
repair buffers              4                  8.533
clock buffers               4                  5.600
inverters                   2                  1.600
==> metal layers <==
layer / global-route usage (%) / wire length [µm] / up-vias
met2: 3.371 / 356 / 1
met3: 0.9091 / 21 / 0
li1: - / - / 160
met5: 0 / 0 / -
met1: 3.753 / 387 / 148
met4: 0.5282 / 0 / 0
==> cells by family after synthesis <==
family / synth area share, %
AOI/OAI and AO/OA: 20.56
DFF: 39.02
and+or+nand+nor: 24.74
adders and majority gates: 6.968
buffers and inverters: 5.923
muxes: 2.788
==> final timing paths <==
kind | end | slack, ns
max | iop_grant | 0.31
max reg2reg | release_count[3]$_SDFFE_PP0P_ | 0.35
min | cpu_grant$_SDFFE_PP1P_ | 0.54
min reg2reg | cpu_grant$_SDFFE_PP1P_ | 0.54
==> power groups by stage <==
stage / Combinational, mW / Sequential (mW) / Clock (mW)
6_report: 0.0815 / 0.173 / 0.127
5_1_grt: 0.0932 / 0.175 / 0.146
4_1_cts: 0.0812 / 0.171 / 0.133
==> placed cells by master, fill, tap and decap left out <==
cell type / count
a211oi_1: 1
a21o_1: 1
a21oi_1: 5
a311oi_1: 1
a31oi_1: 1
and2_1: 1
and4bb_2: 1
clkbuf_1: 1
clkbuf_4: 3
clkdlybuf4s50_1: 4
dfxtp_1: 7
ha_1: 2
inv_1: 2
mux2i_1: 1
nand2_1: 2
nand3_1: 1
nand4_1: 1
nor2_1: 3
nor3_1: 1
nor4b_1: 2
o21bai_1: 1
o311a_2: 1
or3_2: 1
or4b_1: 1
No activity file was given, so power comes from the tool's default toggle rates.
