==> flow/design.v <==
module Console (
    input  wire        clock,
    input  wire        reset,
    input  wire        io_select,
    input  wire [15:33] io_addr,
    input  wire [0:31] io_data_w,
    input  wire        io_write,
    output reg  [0:31] io_data_r,
    input  wire        rx_ready,
    input  wire [7:0]  rx_data,
    output reg         rx_read,    
    output reg         tx_valid,   
    output reg  [7:0]  tx_char     
);
localparam ADDR_DATA   = 17'h1001;
localparam ADDR_STATUS = 17'h1002;
always @(*) begin
    io_data_r = 32'b0;
    if (io_select) begin
        case (io_addr[15:31])
            ADDR_DATA:   io_data_r = {24'b0, rx_data};
            ADDR_STATUS: io_data_r = {29'b0, 1'b1, rx_ready};  
            default:     io_data_r = 32'b0;
        endcase
    end
end
always @(posedge clock) begin
    if (reset)
        rx_read <= 1'b0;
    else
        rx_read <= io_select & ~io_write &
                   (io_addr[15:31] == ADDR_DATA) & rx_ready;
end
always @(posedge clock) begin
    if (reset) begin
        tx_valid <= 1'b0;
        tx_char  <= 8'h00;
    end else if (io_select & io_write & (io_addr[15:31] == ADDR_DATA)) begin
        tx_valid <= 1'b1;
        tx_char  <= io_data_w[24:31];
    end else begin
        tx_valid <= 1'b0;
        tx_char  <= 8'h00;
    end
end
endmodule
==> flow/run.sh <==
#!/bin/bash
# OpenROAD 26Q1-2900-gdf79404cd8, Yosys 0.63+post, stock flow scripts
make -C /OpenROAD-flow-scripts/flow DESIGN_CONFIG=/design/flow/config.mk WORK_HOME=/design/flow/orfs finish
==> flow/config.mk <==
export PLATFORM = sky130hd
export DESIGN_NAME = Console
export DESIGN_NICKNAME = Console
export VERILOG_FILES = /design/flow/design.v
export SDC_FILE = /design/flow/constraint.sdc
export NUM_CORES = 4
export LEC_CHECK = 1
export CORE_AREA = 10 10 70 70
export DIE_AREA = 0 0 80 80
==> flow/constraint.sdc <==
current_design Console

set clk_period 2.2
set clk_io_pct 0.2

create_clock -name clk0 -period $clk_period [get_ports {clock}]

set non_clock_inputs [all_inputs -no_clocks]
set_input_delay [expr $clk_period * $clk_io_pct] -clock clk0 $non_clock_inputs
set_output_delay [expr $clk_period * $clk_io_pct] -clock clk0 [all_outputs]
==> impl.org <==
#+TITLE: Flow metrics

** Status
- The run finished, with violations left.
- Violated checks :: negative setup slack

** Detailed routing
- Via total after detailed routing :: 667
- Antenna repair during routing inserted a diode count of 0.
- Detail-routed net length per standard cell :: 12.95 µm
- Detailed-route iteration 0 reported a violation count of 9.
- Wire length on met3 :: 287 µm
- Number of detailed-routing iterations run before antenna repair :: 2
- Drt via density :: 3.706
- Overall routed net length :: 2331 µm
- After detailed routing, the number of remaining DRC violations is 0.
- Signal nets in the final route climb as high as met4.
- The detailed router reports a met2 wire length of 1167 µm.
- Routed met1 length :: 825 µm
- Number of antenna-violating nets in the routed design :: 0

** Floorplan
- Floorplan Utilization :: 0.1846
- Core box area :: 3416 µm²
- Number of rows in the core area :: 21
- Height of the die :: 80 µm
- For this design the top-level I/O count stands at 106.
- Floorplan die area :: 6400 µm²
- Chip width :: 80 µm

** Clock network
- The tree is rooted in a clkbuf_4.
- CTS tree :: yes
- CTS Sinks :: 10
- H-tree levels :: 1
- The CTS report gives the tree buffer count as 3.
- For reference, the clock transition at the flip-flops on the worst setup and hold paths is 0.06 ns.
- Maximum clock path buffer count :: 2
- Buffers inserted to repair hold after CTS numbered 0.

** Synthesis
- Count of distinct cell types in the synthesized netlist :: 18
- Yosys chip area :: 630.6 µm²
- After synthesis the cells add up to 630.6 µm².
- Register bit total from synthesis :: 10
- Syn avg cell area :: 9.412 µm²
- In the Yosys report the total cell count is 67.
- The synthesized netlist handed to floorplanning was reported with a cell count of 67.
- Synthesis Warnings :: 1
- Fraction of the yosys area taken by sequential cells :: 0.3175

** STA
- Post-route period utilization is reported as 1.086.
- In the post-route analysis, the smallest setup slack over all paths is -0.1891 ns.
- From the final report, the count of setup violators was given as 4.
- The final timing report lists a hold violation count of 0.
- Shortest clock period the worst path allows after layout :: 2.389 ns
- Static timing analysis puts the maximum clock frequency at 418.6 MHz.
- After routing, the total negative slack on setup checks comes to -0.2725 ns.
- Final-layout worst hold slack :: 0.7548 ns
- Pins over their slew limit in the final report were tallied at 0.
- RSZ-0062 raised after global routing :: true

** Flow run
- Per the run summary, max-cap violations total 0.
- The tool warning count for the run is 53.

** Worst hold path
- For hold timing, the worst endpoint is tx_char[5].
- Origin of the worst min-delay path :: io_data_w[26]
- Number of cells on the worst hold path :: 2
- STA reports the tightest min-delay check as being of type in2reg.

** Finish
- The layout summary lists the proportion of cells stronger than drive strength 1 as 0.3134.
- In the layout the commonest cells are clkdlybuf4s50_1, conb_1, dfxtp_1.
- Number of standard cells in the layout, taps in and fillers out :: 180
- Top logic cell by instance count in the layout :: clkdlybuf4s50_1
- Area Overhead vs Synth :: 92.86%

** Critical path
- Worst path max stage delay :: 0.59 ns
- Worst setup EP type :: output port
- Crit path launch type :: primary input
- Worst-path maximum fanout :: 2
- Type of the worst setup path :: in2out
- The largest individual stage delay along the critical path comes from the cell or4b_4.
- Number of buffers and inverters on the critical path :: 3
- Worst path top cell family by delay :: simple AND/OR/NAND/NOR gates
- Worst endpoint data arrival time :: 1.95 ns
- Required time at the worst-slack endpoint :: 1.76 ns
- Per STA, the worst path is made up of buf_6 -> or4b_4 -> or4b_4 -> buf_6 -> nor2_4 -> buf_2.

** Pwr
- Power density relative to cell area :: 310.0 nW/µm²
- Tot Pwr :: 0.0003770 W
- Standby leakage power :: 0.5727 nW
- In this run the VDD rail shows a maximum IR drop of 0.1237 mV.

** Global route
- Maximum number of pins on one net before global-route repair :: 16
- The initial antenna violation count is 0.
- Across every metal layer, demand over resource in global routing totals 0.06578.
- Global-route wire length before repair :: 3477 µm
- Remaining global-route overflow :: 0
- The number of global-route vias before repair came to 772.

** Placement
- At the placement stage, the worst setup path has a slack of -0.8038 ns.
- As logged by OpenROAD, the buffers inserted on ports number 55.
- Routability-driven placement congestion ratio :: 0.8270
- The detailed placer reported the number of placed instances as 175.
- HPWL reported at the end of detailed placement :: 2161 µm
[layout make-up]
cell class	count	area [µm²]
Timing Repair Buffer	66	574.3
Clock buffer	3	22.52
Tap cell	46	57.56
Fill cell	358	2200
Sequential cell	10	200.2
Multi-Input combinational cell	55	361.6
[where the power goes]
group | leakage [nW] | internal, W | switching [W] | total [W]
combinational | 0.478 | 0.0000618 | 0.0000223 | 0.0000842
sequential | 0.0805 | 0.000181 | 0.0000000000472 | 0.000181
clock | 0.0138 | 0.0000624 | 0.0000493 | 0.000112
[synthesized netlist by cell type (all sizes together)]
| library cell | instances | area share |
|---|---|---|
| buf | 24 | 0.29 |
| clkbuf | 1 | 0.0059 |
| nor2b | 3 | 0.030 |
| nor4 | 2 | 0.030 |
| or4bb | 1 | 0.018 |
| dfxtp | 10 | 0.32 |
| nor2 | 2 | 0.012 |
| and3 | 8 | 0.079 |
| a22oi | 1 | 0.012 |
| and4 | 7 | 0.097 |
| conb | 1 | 0.0059 |
| and4bb | 1 | 0.020 |
| a21oi | 1 | 0.0079 |
| nor3 | 1 | 0.0079 |
| or4b | 3 | 0.054 |
| or4 | 1 | 0.018 |
[worst max path at each step]
stage | start | endpoint | cells past startpoint | slack [ns]
CTS | io_addr[29] | io_data_r[30] | 6 | -0.18
global route | io_addr[17] | io_data_r[30] | 6 | -0.21
finish | io_addr[17] | io_data_r[30] | 6 | -0.19
[through the flow]
| stage | instance area [µm²] | utilization |
|---|---|---|
| after floorplan | 716.9 | - |
| after global placement | 1215 | 0.3557 |
| after detailed placement | 1215 | 0.3557 |
| after CTS | 1215 | 0.3557 |
| after global routing | 1216 | 0.3560 |
| final | 1216 | 0.3560 |
[registers in the layout, summed over array words and instances (netlist names)]
register  flops
tx_valid      1
rx_read       1
tx_char       8
[routing by layer]
metal	vias up	global-route usage
met1	288	0.06449
met4	0	0.01937
li1	330	-
met5	-	0
met2	45	0.1180
met3	4	0.03295
[kinds of logic (layout without fill, tap and decap cells)]
kind of cell | count (synthesis) | count (layout) | synth area share
AND/OR/NAND/NOR | 29 | 29 | 0.3651
flip-flops | 10 | 10 | 0.3175
AND-OR/OR-AND | 2 | 2 | 0.01984
other | 1 | 24 | 0.005947
buffers and inverters | 25 | 69 | 0.2917
[repair_timing]
item | CTS | global route
pin swaps | 11 | 6
resized | 60 | 16
setup endpoints to repair | 8 | 8
buffers inserted | 2 | 0
Power is estimated from default activity; no workload was simulated.
