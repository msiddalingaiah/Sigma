File: /design/flow/design.v
module IOProcessor (
    input  wire        clock,
    input  wire        reset,
    input  wire        iop_grant,        
    output wire [15:33] bus_addr,        
    input  wire [0:31] bus_data_r,       
    output wire [0:31] bus_data_w,       
    output wire        iop_write,        
    output wire [0:1]  bus_size          
);
localparam IOP_IDLE      = 2'b00;
localparam IOP_READ      = 2'b01;
localparam IOP_WRITE     = 2'b10;
reg [0:1]  iop_state;
reg [15:33] iop_addr;
reg [0:31]  iop_data;
reg         iop_write_r;
localparam IOP_READ_ADDR  = 19'h00100;
localparam IOP_WRITE_ADDR = 19'h00200;
always @(posedge clock) begin
    if (reset) begin
        iop_state   <= IOP_IDLE;
        iop_addr    <= 19'b0;
        iop_data    <= 32'b0;
        iop_write_r <= 1'b0;
    end else begin
        iop_write_r <= 1'b0;    
        case (iop_state)
            IOP_IDLE: begin
                if (iop_grant) begin
                    iop_addr  <= IOP_READ_ADDR;
                    iop_state <= IOP_READ;
                end
            end
            IOP_READ: begin
                if (iop_grant) begin
                    iop_data  <= bus_data_r;
                    iop_addr  <= IOP_WRITE_ADDR;
                    iop_state <= IOP_WRITE;
                end else begin
                    iop_state <= IOP_IDLE;
                end
            end
            IOP_WRITE: begin
                if (iop_grant) begin
                    iop_write_r <= 1'b1;
                    iop_state   <= IOP_IDLE;
                end else begin
                    iop_state <= IOP_IDLE;
                end
            end
            default: iop_state <= IOP_IDLE;
        endcase
    end
end
assign bus_addr   = iop_grant ? iop_addr  : 19'bz;
assign bus_data_w = iop_grant ? iop_data  : 32'bz;
assign iop_write  = iop_grant ? iop_write_r : 1'bz;
assign bus_size   = iop_grant ? 2'b10     : 2'bz;   
endmodule
File: /design/flow/run.sh
#!/bin/bash
# OpenROAD 26Q1-2900-gdf79404cd8, Yosys 0.63+post, stock flow scripts
make -C /OpenROAD-flow-scripts/flow DESIGN_CONFIG=/design/flow/config.mk WORK_HOME=/design/flow/orfs finish
File: /design/flow/config.mk
export PLATFORM = sky130hd
export DESIGN_NAME = IOProcessor
export DESIGN_NICKNAME = IOProcessor
export VERILOG_FILES = /design/flow/design.v
export SDC_FILE = /design/flow/constraint.sdc
export NUM_CORES = 4
export LEC_CHECK = 1
export CORE_AREA = 10 10 95 95
export DIE_AREA = 0 0 105 105
File: /design/flow/constraint.sdc
current_design IOProcessor

set clk_period 2.5
set clk_io_pct 0.2

create_clock -name clk0 -period $clk_period [get_ports {clock}]

set non_clock_inputs [all_inputs -no_clocks]
set_input_delay [expr $clk_period * $clk_io_pct] -clock clk0 $non_clock_inputs
set_output_delay [expr $clk_period * $clk_io_pct] -clock clk0 [all_outputs]
==> impl_metrics.json <==
{
  "grt_pass1_wl_um": 7400,
  "setup_viol": 0,
  "relSlewSlack": 0.588,
  "htree_levels": 2,
  "openroad.warnings": 25,
  "drive_gt1_frac": 0.194,
  "r2r-start": "iop_state[2]",
  "dp_hpwl_um": 3280,
  "routed_via_density": 4.12,
  "min_from": "iop_state[0]",
  "clock_path_buffers": 2,
  "die_height_um": 105,
  "path_clk_slew_ns": 0.07,
  "critPathTopFamily": "buffers and inverters",
  "grt_pass1_vias": 1413,
  "r2r_end": "iop_data[29]",
  "worstSetupStartpointType": "register",
  "p_int_mw": 0.942,
  "drt_pass1_iterations": 4,
  "tns_ns": 0,
  "power_density_nw_per_um2": 475,
  "antenna_cells": 0,
  "ys.flops": 38,
  "whs_ns": 0.444,
  "clock.fmax_mhz": 622,
  "total_power_mw": 1.23,
  "die_x_um": 105,
  "reg2regPathDepth": 3,
  "drc": 0,
  "yosysSeqAreaShare": 0.398,
  "synth_cells": 184,
  "core.rowCount": 30,
  "grtUsageTotal": 0.0795,
  "cts_made_buffers": 5,
  "hold_end": "iop_state[2]",
  "ant_nets": 0,
  "grt_max_degree": 39,
  "worstSetupPathType": "register to output port",
  "synthDistinctLibCells": 15,
  "yosysWarnings": 5,
  "yosys-stat-cells": 184,
  "synthesis.area_um2": 1910,
  "clock_power_share": 0.337,
  "final.fill_count": 693,
  "status": "complete, no violations",
  "io_buffers": 69,
  "rrSetupSlack_ns": 1.14,
  "antenna_found_initial": 0,
  "switching_power_mw": 0.287,
  "drv_slew": 0,
  "place_area_um2": 2510,
  "clkSinkCount": 38,
  "min_period_ns": 1.61,
  "cp_cell_sequence": "clkdlybuf4s50_1",
  "path_max_fanout": 2,
  "overflow": 0,
  "drv_cap": 0,
  "design_area_um2": 2590,
  "cp-end-kind": "output port",
  "power_frac_seq": 0.522,
  "wirelength_um": 4580,
  "min_path_type": "register to register",
  "power.share.switching": 0.233,
  "cts_tree": "done",
  "whs_path_depth": 2,
  "die_area_um2": 11000,
  "root_buffer": "clkbuf_8",
  "yosysChipArea_um2": 1910,
  "fp_util": 0.276,
  "hold_viol_final": 0,
  "fin_crit_sh": 0.643,
  "cts_resized": 0,
  "drtIter0Drc": 52,
  "core-area_um2": 6910,
  "critPathArrivalTime_ns": 1.11,
  "cts_setup_buffers": 0,
  "dpl.cell_count": 332,
  "gp_congestion": 0.701,
  "fin_ws_ns": 0.892,
  "syn_to_final_growth_pct": 35.6,
  "rsz0062_at_grt": "false",
  "final_cell_count_no_fill": 338,
  "pre_cts_slack_ns": 0.812,
  "p_comb_frac": 0.141,
  "clock_latency_ns": 0.28,
  "routedWlPerCell_um": 13.5,
  "post-route-util": 0.375,
  "avgSynthCellArea_um2": 10.4,
  "ir_worst_vdd_mv": 0.244,
  "max_stage_delay_ns": 0.49,
  "crit_required_ns": 2.00,
  "cp_slowest_cell": "clkdlybuf4s50_1",
  "vias": 1391,
  "p_leak_nw": 0.901,
  "cts_hold_buf": 0,
  "path_buffers": 1,
  "io_pins": 89,
  "worst_slew_pin_slew_ns": 0.618,
  "worst_clock_skew_ns": 0.00366
}
==> kinds of logic (layout without fill, tap and decap cells) <==
| kind of cell | count (synthesis) | after routing | synth area share |
|---|---|---|---|
| flip-flops | 38 | 38 | 0.398 |
| other | 2 | 19 | 0.00393 |
| buffers and inverters | 38 | 79 | 0.163 |
| AND-OR/OR-AND | 68 | 68 | 0.334 |
| AND/OR/NAND/NOR | 38 | 38 | 0.101 |
==> cell type report <==
cell class                 count  area (um2)  area share
sequential                    38         762       0.294
clock buffer                   6        82.6      0.0319
tap                           96         120      0.0464
timing repair buffer          73         723       0.279
multi-input combinational    125         901       0.348
==> per-layer routing <==
metal	routed length [um]	vias up	global-route usage
met2	1940	53	0.106
met4	0	0	0.00686
met1	2180	625	0.116
met5	0	-	0
met3	447	0	0.0398
li1	-	713	-
==> worst register-to-register path, stage by stage (launching register included) <==
cell and delay (ns):
dfxtp_2 0.73, buf_12 0.28, a21bo_1 0.17, a21oi_2 0.05
==> state kept, by name (all words and copies together), names as in the netlist <==
name,count
iop_state,3
iop_data,32
iop_addr,2
iop_write_r,1
==> worst max path at each step <==
| stage | from | to | slack, ns | cells past startpoint |
|---|---|---|---|---|
| 4_1_cts | iop_addr[25] | bus_addr[25] | 0.86 | 1 |
| 5_1_grt | iop_data[30] | bus_data_w[30] | 0.84 | 1 |
| 6_report | iop_data[26] | bus_data_w[26] | 0.89 | 1 |
==> synth_stat cells <==
cell type / n / share of area
a21bo_1: 33 / 0.17
buf_8: 4 / 0.031
buf_6: 3 / 0.018
conb_1: 2 / 0.0039
nor2_1: 2 / 0.0039
a21oi_2: 33 / 0.15
a211oi_2: 1 / 0.0066
a21oi_1: 1 / 0.0026
dfxtp_1: 38 / 0.40
nand3_1: 32 / 0.084
and3b_1: 1 / 0.0046
buf_2: 6 / 0.016
nand2_1: 2 / 0.0039
buf_4: 25 / 0.098
or3b_1: 1 / 0.0046
==> cell usage in the layout, fill, tap and decap left out, drive strengths merged <==
cell type / n
clkdlybuf4s50: 67
dfxtp: 38
a21oi: 34
a21bo: 33
nand3: 32
conb: 19
clkbuf: 6
buf: 6
nand2: 2
nor2: 2
or3b: 1
a211oi: 1
and3b: 1
==> power by group through the flow <==
stage | clock (mW) | sequential, mW | combinational (mW)
5_1_grt | 0.461 | 0.645 | 0.191
4_1_cts | 0.434 | 0.642 | 0.178
6_report | 0.414 | 0.642 | 0.173
Power figures rest on the tool's default switching activity, not on a simulated workload.
